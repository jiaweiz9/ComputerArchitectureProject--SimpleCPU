**flow/design.v**
```verilog
module Extend(orImm, EXTOp, exImm);
       input [15:0] orImm;
       input EXTOp;
       output[31:0] exImm;
	assign exImm = (EXTOp == 1'b1)? {{16{orImm[15]}},orImm[15:0]}: 32'd0;
endmodule
```
**flow/run.sh**
```bash
#!/bin/bash
# OpenROAD 26Q1-2900-gdf79404cd8, Yosys 0.63+post, stock flow scripts
make -C /OpenROAD-flow-scripts/flow DESIGN_CONFIG=/design/flow/config.mk WORK_HOME=/design/flow/orfs finish
```
**flow/config.mk**
```make
export PLATFORM = sky130hd
export DESIGN_NAME = Extend
export DESIGN_NICKNAME = Extend
export VERILOG_FILES = /design/flow/design.v
export SDC_FILE = /design/flow/constraint.sdc
export NUM_CORES = 4
export LEC_CHECK = 1
export CORE_AREA = 10 10 70 70
export DIE_AREA = 0 0 80 80
```
**flow/constraint.sdc**
```tcl
current_design Extend

set clk_period 1.0
set clk_io_pct 0.2

create_clock -name clk0 -period $clk_period

set non_clock_inputs [all_inputs -no_clocks]
set_input_delay [expr $clk_period * $clk_io_pct] -clock clk0 $non_clock_inputs
set_output_delay [expr $clk_period * $clk_io_pct] -clock clk0 [all_outputs]
```
==> run summary <==
Latest figures from synthesis and place and route.

The flow ran to the end, but the final reports show violations. The final reports fail on negative setup slack. The initial antenna violation count is 0. The max-capacitance violation count is 0. The layout cell share with drive strength beyond 1 is 49.3%.

Combinational logic burns 100.0% of the power. The kind of critical path is in -> out. Global routing finished with a remaining overflow of 0. In the Yosys stats the netlist draws on 4 distinct library cells.

The total leakage power is 0.376 nW. The all-layer global routing usage is 3.83%. The register share of total power is 0%. Across all checked pins, the minimum headroom to the slew limit is 95.6%.

Dividing the detail-routed via count by the number of cells gives 3.03. The final number of hold-violating endpoints is 0. The critical path endpoint has a required time of 0.80 ns.

The first global-routing pass estimated 2.02 mm of wire. Cell internal power was estimated by the tool at 0.166 mW. The area of the core region is 3420 um^2.

Entering global routing, the biggest net connects 9 pins. Sequential elements use 0% of the synthesized area. Setup repair after global routing could not meet its margin everywhere. The boundary pin count is 49. Counting every instance in the synthesized netlist gives 33. The mapped cell area is 246 um^2. The final clock period utilization by the worst path is 101%.

In this run the worst hold path is classified as in -> out. The maximum fanout along the worst path is 3. The report lists the cells along the critical path as buf_6 > and2_4 > buf_4 > dlygate4sd2_1.

In this run the tool buffered the top-level ports with 49 buffer cells. The cell family with the largest share of critical-path delay is buffers and inverters. The total die size is 6400 um^2. The minimum clock period is 1.01 ns. The type of element capturing the critical path is an output port. In the final timing run, aggregate negative setup slack is -0.0216 ns. The site row count is 21. The remaining design rule violation count is 0. Per the post-route antenna check, the number of violating nets is 0.

The number of sequential cells reported for the layout is 0. The layout has 0 clock buffers. The number of cells in the yosys synthesis report is 33. The flow measured a signed area growth from synthesis to layout of 180%. The number of filler instances in the final layout is 398. Power comes to 0.218 mW.

The setup slack after layout is -0.0125 ns. For this design the ratio of total power to cell area is 317 nW/um^2. The HPWL after detailed placement is 1.07 mm. From bottom edge to top edge, the die measures 80 um. The total setup violations reported at the end of the flow is 2. The combined buffer and inverter count along the critical path is 3.

The aggregate routed wire length is 1.36 mm. The count of pins over their slew limit is 0. The sort of element at the start of the critical path is a primary input. The violation count after the first detailed-route iteration is 0. The via count of the first global-routing pass is 400. In this design, the stage delay of the slowest critical-path cell is 0.23 ns. The script logs the mean routed wire length per placed instance as 11.4 um. The final antenna diode count is 0. The clock network fraction of total power is 0%. The transition time at the pin with the least slew margin is 0.0654 ns.

The number of buffers inserted by hold repair at cts is 0. The final weighted congestion in routability-driven placement is 0.700. The total cell area reported by yosys after synthesis is 246 um^2. Detailed routing inserted a total of 361 vias. The upper clock frequency limit is 0.988 GHz. The yosys warning tally is 0. The maximum VDD drop is 0.101 mV.

The data arrival time of the critical path is 0.81 ns. The mean area per synthesized cell is 7.47 um^2. The stage logs contain a warning count of 34. The share of the core area taken by cells at floorplan is 7.22%. For this run, the detailed router's first-pass iteration total came to 1.

The cell at the slowest stage of the critical path is sky130_fd_sc_hd__dlygate4sd2_1. The net switching power is 0.0524 mW. The horizontal die dimension reported for this design is 80 um. Across the whole layout, storage elements account for 0 um^2. Per the breakdown, switching nets consume 24.0% of all power.
[power groups by stage]
stage | clock network (mW) | logic [mW] | registers [mW]
final | 0 | 0.218 | 0
after global routing | 0 | 0.243 | 0
after CTS | 0 | 0.223 | 0
[tightest hold or removal path: cells and delay by family]
kind / cells / cell delay [ns]
buf+inv: 2 / 0.26
simple gates: 1 / 0.10
[Yosys cell counts]
cell,instances,area [um^2]
sky130_fd_sc_hd__buf_4,16,120
sky130_fd_sc_hd__and2_1,4,25.0
sky130_fd_sc_hd__and2_2,12,90.1
sky130_fd_sc_hd__buf_6,1,11.3
[layout make-up]
cell class | count | area (um^2) | share of cell area (%)
timing repair buffer | 55 | 484 | 70.2
multi-input combinational | 18 | 148 | 21.4
tap | 46 | 57.6 | 8.35
[path summary, 6_finish.rpt]
kind       from  depth (start not counted)   endpoint
max   orImm[15]                          4  exImm[30]
min   orImm[10]                          3  exImm[10]
[placed cells by master, fill, tap and decap left out]
cell type	n
sky130_fd_sc_hd__dlygate4sd2_1	24
sky130_fd_sc_hd__buf_6	9
sky130_fd_sc_hd__buf_8	1
sky130_fd_sc_hd__and2_4	14
sky130_fd_sc_hd__clkdlybuf4s15_1	9
sky130_fd_sc_hd__buf_4	3
sky130_fd_sc_hd__and2_1	4
sky130_fd_sc_hd__buf_2	9
[per-layer routing]
layer | global-route usage (%) | vias up | part of all wire [%]
li1 | - | 167 | -
met1 | 3.76 | 146 | 37
met2 | 6.02 | 48 | 35
met3 | 3.86 | 0 | 28
met4 | 0 | 0 | 0
met5 | 0 | - | 0
[per-stage QoR]
| step | setup WS, ns | area [um^2] | hold slack (ns) | utilization (%) | std cells |
|---|---|---|---|---|---|
| floorplan | 0.208 | 246 | 0.477 | - | 33 |
| global placement | -0.735 | 671 | 1.35 | 19.6 | 112 |
| detailed placement | -0.755 | 671 | 1.34 | 19.6 | 112 |
| CTS | -0.00903 | 689 | 0.774 | 20.2 | 119 |
| global route | -0.0273 | 689 | 0.795 | 20.2 | 119 |
| finish | -0.0125 | 689 | 0.770 | 20.2 | 119 |
[repair_timing]
item	CTS	global route
gates resized	120	0
setup endpoints to repair	32	2
pin swaps	11	0
gates cloned	3	0
buffers inserted	4	0
[cells by family after synthesis]
| kind of cell | synth area share (%) |
|---|---|
| buffers and inverters | 53.3 |
| and+or+nand+nor | 46.7 |
Power and IR drop assume default switching activity.
