**/design/flow/design.v**
```verilog
module IMEM(address, instruction, Naddress);
   input [31:0] address;
   output [31:0] instruction;
   output [31:0] Naddress;
   reg [31:0] IROM[31:0];
   assign instruction = IROM[address[6:2]];
   assign Naddress = address + 4;
endmodule
```
**/design/flow/run.sh**
```bash
#!/bin/bash
# OpenROAD 26Q1-2900-gdf79404cd8, Yosys 0.63+post, stock flow scripts
make -C /OpenROAD-flow-scripts/flow DESIGN_CONFIG=/design/flow/config.mk WORK_HOME=/design/flow/orfs finish
```
**/design/flow/config.mk**
```make
export PLATFORM = sky130hd
export DESIGN_NAME = IMEM
export DESIGN_NICKNAME = IMEM
export VERILOG_FILES = /design/flow/design.v
export SDC_FILE = /design/flow/constraint.sdc
export NUM_CORES = 4
export LEC_CHECK = 1
export CORE_AREA = 10 10 75 75
export DIE_AREA = 0 0 85 85
```
**/design/flow/constraint.sdc**
```tcl
current_design IMEM

set clk_period 5.5
set clk_io_pct 0.2

create_clock -name clk0 -period $clk_period

set non_clock_inputs [all_inputs -no_clocks]
set_input_delay [expr $clk_period * $clk_io_pct] -clock clk0 $non_clock_inputs
set_output_delay [expr $clk_period * $clk_io_pct] -clock clk0 [all_outputs]
```
==> out/qor.csv <==
metric;value;unit
outcome;complete, no violations;
maxSlewViolCount;0;
area_growth_syn_to_layout;63.6;%
arrival;3320;ps
crit_path_top_delay_cell;clkdlybuf4s50_1;
grt_pass1_wl;4260;um
maxUsedRoutingLayer;met4;
cts_resized;0;
place_area;0.00135;mm2
io_pins;96;
crit_buf_inv;2;
die_area;0.00723;mm2
period_needed;4420;ps
syn_area_per_cell;7.11;um2
postRouteAntennaNets;0;
slowest_delay;520;ps
path_class;in2out;
final_cell_mix;clkdlybuf4s50_1 (60), conb_1 (32), xnor2_1 (21), nand3_1 (10), nand2_1 (10);
p_leak;0.527;nW
nFlopsAndLatches;0;
holdWs;2200;ps
area_leaders;buf_4 (31%), xnor2_1 (22%), xor2_1 (7.4%);
seq_area_frac_synth;0;
seq_area;0;um2
critPathLaunch;address[2];
die_x;85;um
first_global_vias;909;
crit_required;4400;ps
wl;2810;um
nFillCells;435;
grt_overflow;0;
drive_gt1_frac;0.0405;
fp_util;0.203;
syn_inst;116;
cp-start-kind;input pin;
setup_viol;0;
crit_family;buffers and inverters;
antenna_found_initial;0;
p_comb_frac;1.000;
coreArea;0.00406;mm2
viasPerCell;3.87;
rsz0062_at_grt;false;
worst-path-max-fanout;8;
cts_hold_buf;0;
post-route-cell-area;0.00135;mm2
clkbuf_count;0;
grt.total_usage;0.0689;
grt_start_max_net_pins;9;
num_antenna_cells;0;
tns;0;ps
p_sw_frac;0.320;
end_kind;output port;
layout.cells.most_common;clkdlybuf4s50_1;
dr.pass1.iters;2;
tightestPinTransition;499;ps
cap_violations;0;
post_cts_buffers;0;
intPower;0.0483;mW
hold_depth;0;
powerDensity;52.7;mW/mm2
yosys-stat-cells;116;
yosys.area.top_type;buf_4;
hp-class;in2out;
total_power;0.0711;mW
top_area_frac;0.310;
hpwl;2540;um
ys_area;825;um2
synth.distinct_cells;19;
seqPwrFrac;0;
dr_wl_met3;279;um
wl_per_cell;12.6;um
crit_chain;clkdlybuf4s50_1 > ha_1 > nand3_1 > nor4_4 > nand4_1 > xnor2_1 > clkdlybuf4s50_1;
min_to;Naddress[0];
wl_met1;1160;um
io_buffers;60;
holdCritStartpoint;address[0];
net-switching-power;0.0228;mW
die_h;85;um
fmax;226;MHz
yosysWarnings;0;
cp_common_cell;clkdlybuf4s50_1;
ir_worst_vdd;0.0192;mV
finalClockPeriodUsage;0.804;
synth_area;825;um2
num_rows;23;
tool_warnings;32;
slew-limit-headroom;0.665;
drt_iter0_markers;1;
fin_util;0.332;
layout.area.comb;678;um2
gp_congestion;0.734;
p_clk_frac;0;
hold_viol_final;0;
vias;862;
routed-wl-met2;1360;um
drc;0;
[final cells by class]
type / count / area share
multi-input cells: 111 / 0.503
repair buffers: 60 / 0.445
inverters: 2 / 0.00557
well taps: 50 / 0.0464
[synthesized netlist by cell type]
library cell / instances
xnor2_1: 21
buf_4: 34
and4_1: 1
xor2_1: 7
nor2_1: 7
nand3_1: 10
inv_1: 2
ha_1: 1
and4_2: 1
or2_2: 2
conb_1: 1
and2_1: 1
nand2_1: 10
and3_1: 2
nor3_1: 3
nand3_2: 1
nand4_1: 9
nand4_2: 1
nor4_4: 2
[routing by layer]
metal	vias up	track usage
met5	-	0
met4	0	0.00150
met3	2	0.0260
met2	46	0.121
met1	370	0.0820
li1	444	-
[cells by family after synthesis]
kind of cell | count (synthesis) | share of synthesized area
other cells | 1 | 0.00455
simple gates | 50 | 0.364
xor+xnor | 28 | 0.297
buf+inv | 36 | 0.319
fa+ha+maj | 1 | 0.0152
[metrics by stage]
stage / setup slack (ps) / cells
floorplan: 2330 / 147
global placement: 1080 / 223
detailed placement: 1010 / 223
CTS: 1010 / 223
global route: 872 / 223
finish: 1080 / 223
[how the worst max path moves through the flow]
| stage | to | slack (ps) | cells after the start |
|---|---|---|---|
| after CTS | Naddress[28] | 1010 | 7 |
| after global routing | Naddress[28] | 870 | 7 |
| final | Naddress[28] | 1080 | 7 |
[power groups by stage]
stage         combinational [mW]  sequential (mW)  clock (mW)
CTS                       0.0735                0           0
global route              0.0790                0           0
finish                    0.0711                0           0
No activity file was given, so power comes from the tool's default toggle rates.
